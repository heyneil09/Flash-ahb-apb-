## flow/run.sh

```bash
#!/bin/bash
# OpenROAD 26Q1-2900-gdf79404cd8, Yosys 0.63+post, stock flow scripts
make -C /OpenROAD-flow-scripts/flow DESIGN_CONFIG=/design/flow/config.mk WORK_HOME=/design/flow/orfs finish
```

## flow/config.mk

```make
export PLATFORM = sky130hd
export DESIGN_NAME = flash_memory_s
export DESIGN_NICKNAME = flash_memory_s
export VERILOG_FILES = /design/flow/design.v
export SDC_FILE = /design/flow/constraint.sdc
export NUM_CORES = 4
export LEC_CHECK = 1
export CORE_UTILIZATION = 40
```

## flow/constraint.sdc

```tcl
current_design flash_memory_s

set clk_period 2.7
set clk_io_pct 0.2

create_clock -name clk0 -period $clk_period [get_ports {clk}]

set non_clock_inputs [all_inputs -no_clocks]
set_input_delay [expr $clk_period * $clk_io_pct] -clock clk0 $non_clock_inputs
set_output_delay [expr $clk_period * $clk_io_pct] -clock clk0 [all_outputs]
```

## flow/design.v

```verilog
module flash_memory_s (
    input logic clk, reset,
    input logic apb_sel, apb_write,
    input logic [7:0] apb_addr,
    input logic [31:0] apb_wdata,
    output logic [31:0] apb_rdata
);
    logic [31:0] flash_mem [0:255];  
    always_ff @(posedge clk or posedge reset) begin
        if (reset) begin
            apb_rdata <= 32'b0;
        end 
        else if (apb_sel) begin
            if (apb_write) 
                flash_mem[apb_addr] <= apb_wdata;   
            else 
                apb_rdata <= flash_mem[apb_addr];   
        end
    end
endmodule
```

==> flow_metrics.tcl <==
# yosys + openroad results
set metrics [dict create \
    numCtsBuffers 866 \
    grt_pass1_vias 297400 \
    ys_types 79 \
    die-width_um 869.9 \
    fp-row-count 318 \
    dp_hpwl_mm 2040 \
    cts_sinks 8224 \
    place.gp.congestion 1.266 \
    topCellsByArea "edfxtp_1 82%, a22oi_1 6.7%, nand3_1 1.2%" \
    ys_cells 16740 \
    most_common_cell "edfxtp_1" \
    syn-instance-count 16740 \
    yosys.area.top_type "edfxtp_1" \
    postSynth.asyncResetShare_pct 0.3891 \
    place_inst 31050 \
    fp.dieH_um 869.9 \
    grt_pass1_wl_mm 3602 \
    synth.cell_area_sq_um 301300 \
    htreeDepth 6 \
    grt_start_max_net_pins 99 \
    status "aborted with a tool error" \
    port-buffer-count 75 \
    edf_count 8192 \
    syn_area_per_cell_sq_um 17.99 \
    stop_error "[ERROR GRT-0116] Global routing finished with congestion. Check the congestion regions in the DRC Viewer." \
    ys_seq_elements 8224 \
    lastStage "global routing" \
    cts_buffer_depth 4 \
    fp_util_pct 40.17 \
    yosys_warnings 2 \
    root_buffer "clkbuf_16" \
    track_usage_pct 82.81 \
    synth-main-ff-cell "edfxtp_1" \
    io_pins 76 \
    ys_seq_share_pct 81.91 \
    top_area_share_pct 81.65 \
    common_cells "8192 x edfxtp_1, 2708 x a22oi_1, 701 x nand3_1, 686 x clkbuf_1, 449 x and3_1" \
    gr-total-overflow 189 \
    yosysChipArea_sq_um 301300 \
]
per-layer routing:
layer  overflow  GRT usage [%]
met4         22          75.90
met1         53          78.22
met5         14          73.16
met2         25          90.15
met3         75          83.41
kinds of logic after synthesis:
kind of cell	share of synthesized area, %
flops	81.91
compound gates	11.01
mux	0.02159
buf+inv	1.631
xor+xnor	0.01163
simple gates	5.412
through the flow:
step	setup WS [ps]	hold slack [ps]	utilization (%)	instance area, sq um	power (W)
after CTS	-1457	14.33	55.69	417700	0.2756
after detailed placement	-3678	579.6	50.70	380300	0.1559
after global placement	-4439	645.5	50.69	380200	0.1560
after floorplan	-996.5	425.7	-	304600	0.1457
what timing repair did:
action,CTS
pin swaps,361
hold endpoints to repair,943
gates resized,1291
setup endpoints to repair,438
gates cloned,9
setup buffers,274
hold buffers,30
No activity file was given, so power comes from the tool's default toggle rates.
