### ./design.v
module flash_memory (
    input logic clk,
    input logic rst_n,
    input logic [31:0] haddr,
    input logic [31:0] hwdata,
    input logic hwrite,
    input logic hsel,
    input logic hready,
    output logic [31:0] hrdata,
    output logic hresp,
    input logic [31:0] paddr,
    input logic [31:0] pwdata,
    input logic pwrite,
    input logic psel,
    input logic penable,
    output logic [31:0] prdata,
    output logic pready,
    output logic flash_we,
    output logic flash_erase,
    output logic [31:0] flash_addr,
    inout  logic [31:0] flash_data
);
    logic [31:0] flash_mem [0:255];   
    logic [31:0] flash_reg;
    always_ff @(posedge clk or negedge rst_n) begin
        if (!rst_n) begin
            hrdata <= 32'b0;
            hresp  <= 1'b0;
        end else if (hsel && hready) begin
            if (hwrite) begin
                flash_mem[haddr[7:0]] <= hwdata;
            end else begin
                hrdata <= flash_mem[haddr[7:0]];
            end
        end
    end
    always_ff @(posedge clk or negedge rst_n) begin
        if (!rst_n) begin
            prdata <= 32'b0;
            pready <= 1'b0;
        end else if (psel && penable) begin
            if (pwrite) begin
                flash_reg <= pwdata;
            end else begin
                prdata <= flash_reg;
            end
        end
    end
    assign flash_we = pwrite & psel;
    assign flash_erase = (paddr == 32'hFFFF0000) & pwrite;
    assign flash_addr = haddr;
    assign flash_data = (hwrite) ? hwdata : 32'bz;
endmodule
module ahb_apb_bridge (
    input logic clk,
    input logic rst_n,
    input logic [31:0] haddr,
    input logic [31:0] hwdata,
    input logic hwrite,
    input logic hsel,
    input logic hready,
    output logic [31:0] hrdata,
    output logic hresp,
    output logic [31:0] paddr,
    output logic [31:0] pwdata,
    output logic pwrite,
    output logic psel,
    output logic penable,
    input logic [31:0] prdata,
    input logic pready
);
    always_ff @(posedge clk or negedge rst_n) begin
        if (!rst_n) begin
            paddr   <= 32'b0;
            pwdata  <= 32'b0;
            pwrite  <= 1'b0;
            psel    <= 1'b0;
            penable <= 1'b0;
        end else if (hsel && hready) begin
            paddr   <= haddr;
            pwdata  <= hwdata;
            pwrite  <= hwrite;
            psel    <= 1'b1;
            penable <= 1'b1;
        end else begin
            psel    <= 1'b0;
            penable <= 1'b0;
        end
    end
    assign hrdata = prdata;
    assign hresp = 1'b0;  
endmodule
### ./run.sh
#!/bin/bash
# OpenROAD 26Q1-2900-gdf79404cd8, Yosys 0.63+post, stock flow scripts
make -C /OpenROAD-flow-scripts/flow DESIGN_CONFIG=/design/flow/config.mk WORK_HOME=/design/flow/orfs finish
### ./config.mk
export PLATFORM = sky130hd
export DESIGN_NAME = ahb_apb_bridge
export DESIGN_NICKNAME = ahb_apb_bridge
export VERILOG_FILES = /design/flow/design.v
export SDC_FILE = /design/flow/constraint.sdc
export NUM_CORES = 4
export LEC_CHECK = 1
export CORE_UTILIZATION = 40
### ./constraint.sdc
current_design ahb_apb_bridge

set clk_period 1.0
set clk_io_pct 0.2

create_clock -name clk0 -period $clk_period [get_ports {clk}]

set non_clock_inputs [all_inputs -no_clocks]
set_input_delay [expr $clk_period * $clk_io_pct] -clock clk0 $non_clock_inputs
set_output_delay [expr $clk_period * $clk_io_pct] -clock clk0 [all_outputs]
==> flow_metrics.env <==
# physical design summary
export IMPL_setup_viol=68
export IMPL_avgViaCountPerCell=4.344
export IMPL_rsz0062_at_grt="true"
export IMPL_warnings=31
export IMPL_final_hold_violation_count=66
export IMPL_wl_um=6694
export IMPL_synthCells=174
export IMPL_cp_startpoint="paddr[2]"
export IMPL_track_usage=0.1868
export IMPL_grt_max_degree=67
export IMPL_coreArea_um2=6907
export IMPL_r2r_end="pwdata[18]"
export IMPL_place_congestion=0.7183
export IMPL_yosysSeqAreaShare=0.5697
export IMPL_grt_pass1_vias=1940
export IMPL_top_cell="dfrtp_1"
export IMPL_io_pins=202
export IMPL_cts_buffers=9
export IMPL_ctsHtreeMaxLevel=3
export IMPL_run_status="finished, violations left"
export IMPL_die_x_um=87.13
export IMPL_p_total_mw=7.972
export IMPL_finalClockSkew_ns=0
export IMPL_period_used=1.036
export IMPL_cts_tree="built"
export IMPL_peakVddDrop_mv=1.092
export IMPL_synth_area_um2=2899
export IMPL_top_cell_area_share=0.5697
export IMPL_crit_path_end_kind="output pin"
export IMPL_p_leak_nw=2.224
export IMPL_dp_hpwl_um=4410
export IMPL_ys_flop_type="dfrtp_1"
export IMPL_antenna_found_initial=0
export IMPL_worstPathCellList="buf_2"
export IMPL_drv_cap=0
export IMPL_fp_util=0.4197
export IMPL_synth_warnings=2
export IMPL_drc=0
export IMPL_nFillCells=506
export IMPL_route_vias_total=1907
export IMPL_cp_top_family="flip-flops"
export IMPL_drive_above_1_share=0.6122
export IMPL_crit_required_ns=0.80
export IMPL_slew_violations=0
export IMPL_clk_latency_ns=0.32
export IMPL_async_flop_share=1.000
export IMPL_r2r_start="pwdata[18]"
export IMPL_worst_r2r_setup_slack_ns=-0.01
export IMPL_yosysChipArea_um2=2899
export IMPL_synthTopCellsByArea="dfrtp_1 (57%), mux2_4 (20%), mux2_2 (10%)"
export IMPL_violations="hold timing, setup timing"
export IMPL_post_route_min_period_ns=1.036
export IMPL_drt_first_iter_violations=55
export IMPL_crit_buf_inv=1
export IMPL_reg2reg_depth=3
export IMPL_diodes=0
export IMPL_first_pass_iters=3
export IMPL_common_cells="dfrtp_1 (66), mux2_4 (39), buf_4 (34), mux2_2 (26), buf_12 (4)"
export IMPL_ys_cells=174
export IMPL_top_area_cell="dfrtp_1"
export IMPL_worstPathArrival_ns=0.84
export IMPL_overflow=0
export IMPL_edf_count=0
export IMPL_wl_per_cell_um=15.25
export IMPL_die_area_um2=7592
export IMPL_hold_ws_ns=-0.1232
export IMPL_port_buffers=135
export IMPL_cpPeakStageDelay_ns=0.39
export IMPL_preCtsSetupSlack_ns=-0.5398
export IMPL_cts_sinks=66
export IMPL_worstSetupPathType="reg -> out"
export IMPL_startpoint_type="register"
export IMPL_syn_area_per_cell_um2=16.66
export IMPL_clock_root_buffer="clkbuf_8"
export IMPL_powerDensity_nw_per_um2=1735
export IMPL_ant_nets=0
export IMPL_fp_dieH_um=87.13
export IMPL_fmaxAchievable_mhz=965.5
export IMPL_clk_path_buf_depth=2
export IMPL_placement_rows=30
export IMPL_hold_path_class="in -> async"
export IMPL_synth_cell_types=9
export IMPL_ys_ff=66
export IMPL_grt_pass1_wl_um=10380
export IMPL_crit_path_top_delay_cell="dfrtp_1"
export IMPL_critical_path_max_fanout=2
export IMPL_clk_pin_slew_worst_paths_ns=0.07
export IMPL_area_delta_synth_final_pct=58.52
export IMPL_fin_ws_ns=-0.03572
[per-layer routing]
layer / GRT usage / share of wire / vias up
met3: 0.06538 / 0.090 / 27
met1: 0.2829 / 0.43 / 898
met2: 0.2713 / 0.45 / 99
met5: 0 / 0 / -
met4: 0.04471 / 0.027 / 0
li1: - / - / 883
[sequential cells by signal (all words and copies together), names as in the netlist]
| name | cells |
|---|---|
| pwrite | 1 |
| paddr | 32 |
| penable | 1 |
| pwdata | 32 |
[per-stage QoR]
step	setup TNS [ns]	util	cell area [um^2]	hold slack, ns	std cells
after floorplan	-1.630	-	2903	-0.09559	174
after global placement	-33.69	0.6116	4224	0.2524	386
after detailed placement	-33.85	0.6116	4224	0.2512	386
after CTS	-2.703	0.6574	4541	-0.1144	433
after global routing	-4.531	0.6654	4596	-0.1188	439
final	-1.227	0.6654	4596	-0.1232	439
[where the power goes]
group	leakage [nW]	switching [mW]	internal [mW]
combinational	1.31	0.419	1.36
sequential	0.776	0.188	3.06
clock	0.134	0.972	1.97
total	2.22	1.58	6.39
[logic make-up after synthesis]
logic type    after synthesis  synth area share
mux                        65            0.3030
other cells                 1          0.001294
simple gates                1          0.003022
flops                      66            0.5697
buf+inv                    41            0.1230
[placed cells by master, fill, tap and decap left out, types with 2 or more instances in the layout]
cell	count
mux2_2	19
buf_2	70
buf_4	39
bufinv_16	4
buf_16	3
mux2_4	46
clkbuf_8	10
dfrtp_1	66
buf_6	9
clkdlybuf4s50_1	65
buf_8	2
buf_12	5
[layout make-up]
class	instances	area, um^2	share of cell area
clock buffers	11	141.4	0.03077
multi-input cells	67	917.1	0.1996
flip-flops and latches	66	1652	0.3594
clock inverters	5	125.1	0.02723
repair buffers	194	1640	0.3569
well taps	96	120.1	0.02614
[worst reg2reg max path: stages (launching register included)]
cell	delay (ns)
dfrtp_1	0.39
buf_4	0.14
buf_4	0.12
mux2_4	0.26
[worst max-delay path by stage]
stage         slack (ns)  depth (start not counted)   endpoint
CTS                -0.06                          1  pwdata[6]
global route       -0.09                          1  paddr[25]
finish             -0.04                          1   paddr[2]
[what timing repair did]
action,4_1_cts,5_1_grt
setup endpoints to repair,131,75
hold endpoints to repair,66,66
setup buffers,29,12
gates cloned,4,0
gates resized,231,6
pin swaps,1,0
No activity file was given, so power comes from the tool's default toggle rates.
